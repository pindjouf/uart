### flow/run.sh
#!/bin/bash
# OpenROAD 26Q1-2900-gdf79404cd8, Yosys 0.63+post, stock flow scripts
make -C /OpenROAD-flow-scripts/flow DESIGN_CONFIG=/design/flow/config.mk WORK_HOME=/design/flow/orfs finish
### flow/config.mk
export PLATFORM = sky130hd
export DESIGN_NAME = baudUnit
export DESIGN_NICKNAME = baudUnit
export VERILOG_FILES = /design/flow/design.v
export SDC_FILE = /design/flow/constraint.sdc
export NUM_CORES = 4
export LEC_CHECK = 1
export CORE_AREA = 10 10 77 77
export DIE_AREA = 0 0 87 87
### flow/constraint.sdc
current_design baudUnit

set clk_period 2.5
set clk_io_pct 0.2

create_clock -name clk0 -period $clk_period [get_ports {clk}]

set non_clock_inputs [all_inputs -no_clocks]
set_input_delay [expr $clk_period * $clk_io_pct] -clock clk0 $non_clock_inputs
set_output_delay [expr $clk_period * $clk_io_pct] -clock clk0 [all_outputs]
### flow/design.v
`timescale 1ns/1ps
module baudUnit #(
    SYSTEM_CLOCK_FREQ = 100000000,
    BAUD_RATE = 115200
    )(
    input clk,
    output reg baud,
    output reg sample
    );
localparam int DIVIDER = SYSTEM_CLOCK_FREQ / BAUD_RATE;
reg [15:0] counter;
always @(posedge clk) begin
    if (counter >= DIVIDER - 1) begin
        counter <= 0;
        baud <= ~baud;
        sample <= 0;
    end else if (baud && counter >= DIVIDER / 2) begin
        sample <= 1;
        counter <= counter + 1;
    end else begin
        counter <= counter + 1;
    end
end
endmodule
==> metrics.yaml <==
outcome: "finished clean"
crit_arrival_ns: 2.10
place_ws_ns: 0.604
critPathLaunchType: "register"
drv_cap: 0
syn_inst: 64
setup_violations: 0
grt_first_pass_wirelength_mm: 1.55
warnings: 26
first_pass_iters: 6
irDropWorstVdd_mv: 0.381
die_area_sq_um: 7570
setup-tns-final_ns: 0
crit_path_cell_trace: "ha_1 > or4_1 > a31oi_1 > o21ai_1 > buf_4 > nor2_1"
wl_per_cell_um: 7.26
cts_tree: "yes"
hold_buffers: 0
leakagePower_nw: 0.282
dp.cells: 123
synth_seq_share_pct: 54.9
topCellsByArea: "dfxtp_1 50%, nor2_2 7.4%, xor2_1 6.5%"
ys_cells: 64
synth.largest_area_cell: "dfxtp_1"
startpoint: "counter[0]"
numCtsBuffers: 3
drc: 0
fp-utilization_pct: 15.5
viasPerCell: 3.35
die_h_um: 87
io_buffers: 2
grt_start_max_net_pins: 11
area_growth_syn_to_layout_pct: 23.0
ctsHtreeMaxLevel: 1
gp_congestion: 0.824
dpl.hpwl_um: 668
fin_area_sq_um: 830
num_rows: 24
grtUsageTotal_pct: 2.51
postCtsSetupBuffers: 0
syn_area_per_cell_sq_um: 10.5
skew_ns: 0.00669
grt_pass1_vias: 374
clk_pin_slew_ns: 0.06
path_class: "register to register"
ys_chip_area_sq_um: 674
antenna_cells: 0
crit_slowest_cell: "or4_1"
die-width_um: 87
place_area_sq_um: 774
setup_ws_ns: 0.582
powerDensity_nw_per_um2: 649
synth.distinct_cells: 23
syn_area_sq_um: 674
finalHoldViolations: 0
cp_max_fo: 7
fmax_mhz: 521
wl_um: 922
grt_overflow: 0
cts.sinks: 18
report.final.slew_viol_count: 0
layout.cells.non_filler: 127
max_slew.worst_pin.slew_ns: 0.644
drtIter0Drc: 43
top_cell_area_share_pct: 50.5
required_ns: 2.68
rsz0062_at_grt: "false"
cts.repair.resized: 0
drive_gt1_share_pct: 18.7
finalCritPeriodShare_pct: 76.7
min_period_ns: 1.92
fin_util_pct: 19.1
io_pins: 3
clk_latency_ns: 0.25
cts_root_buffer: "clkbuf_8"
yosysWarningCount: 1
setup.worst_path.end_class: "register"
ant_nets: 0
core_sq_um: 4350
vias: 425
critPathMaxStageDelay_ns: 0.48
min-delay-start: "counter[0]"
clockBufferDepth: 2
synth_flops: 18
hp-class: "register to register"
rr_startpoint: "counter[0]"
slew-limit-headroom_pct: 56.8
antenna_found_initial: 0
-- sequential cells by signal (all words and copies together), names as in the netlist --
| register | count |
|---|---|
| sample | 1 |
| baud | 1 |
| counter | 16 |
-- per-layer routing --
| layer | share of wire [%] | wire length [um] | track usage [%] | vias up |
|---|---|---|---|---|
| li1 | - | - | - | 235 |
| met1 | 54 | 497 | 3.42 | 184 |
| met2 | 37 | 341 | 3.40 | 6 |
| met3 | 9.1 | 84 | 1.70 | 0 |
| met4 | 0 | 0 | 0 | 0 |
| met5 | 0 | 0 | 0 | - |
-- where the power goes --
part | internal [W] | switching, W | total, W
clock network | 0.000140 | 0.0000887 | 0.000228
logic | 0.00000508 | 0.00000274 | 0.00000782
registers | 0.000298 | 0.00000381 | 0.000302
total | 0.000443 | 0.0000953 | 0.000538
-- through the flow --
step	power, W	hold slack (ns)
finish	0.000538	0.485
detailed placement	0.000317	0.472
global route	0.000559	0.504
CTS	0.000543	0.488
global placement	0.000316	0.460
floorplan	0.000310	0.447
-- cell usage after synthesis --
cell type,n
a21oi_1,2
a31oi_1,1
and3_1,1
and4_1,1
buf_6,1
conb_1,1
dfxtp_1,17
edfxtp_1,1
ha_1,2
inv_1,2
nand2_1,4
nand3_1,2
nand4_1,2
nor2_1,3
nor2_2,8
nor2_4,1
nor3_1,2
nor4_1,1
o2111ai_1,1
o21ai_1,1
or4_1,2
xnor2_1,3
xor2_1,5
-- cell usage in the layout (no fill, tap or decap) --
| cell type | synthesis | routed |
|---|---|---|
| a21oi_1 | 2 | 2 |
| a31oi_1 | 1 | 1 |
| and3_1 | 1 | 1 |
| and4_1 | 1 | 1 |
| buf_4 | 0 | 1 |
| clkbuf_8 | 0 | 4 |
| clkdlybuf4s50_1 | 0 | 2 |
| conb_1 | 1 | 6 |
| dfxtp_1 | 17 | 17 |
| edfxtp_1 | 1 | 1 |
| ha_1 | 2 | 2 |
| inv_1 | 2 | 2 |
| nand2_1 | 4 | 4 |
| nand3_1 | 2 | 2 |
| nand4_1 | 2 | 2 |
| nor2_1 | 3 | 3 |
| nor2_2 | 8 | 8 |
| nor2_4 | 1 | 1 |
| nor3_1 | 2 | 2 |
| nor4_1 | 1 | 1 |
| o2111ai_1 | 1 | 1 |
| o21ai_1 | 1 | 1 |
| or4_1 | 2 | 2 |
| xnor2_1 | 3 | 3 |
| xor2_1 | 5 | 5 |
-- cell type report --
type                            instances  area (sq um)
Clock buffer                            4          55.1
Fill cell                             458          3520
Inverter                                2          7.51
Multi-Input combinational cell         48           304
Sequential cell                        18           370
Tap cell                               52          65.1
Timing Repair Buffer                    3          27.5
-- critical path: cells and delay by family, from the launching register on --
kind | cells | cell delay, ns
flip-flops | 1 | 0.35
AND/OR/NAND/NOR | 2 | 0.58
adder cells (fa/ha/maj) | 1 | 0.24
AND-OR/OR-AND | 2 | 0.43
buffers and inverters | 1 | 0.27
-- path summary, 6_finish.rpt --
path,slack (ns),cells after the start,end
max,0.58,6,counter[2]
min,0.48,1,counter[0]
max reg2reg,0.58,6,counter[2]
min reg2reg,0.48,1,counter[0]
-- cells by family after synthesis --
kind of cell	share of synthesized area [%]
fa+ha+maj	3.71
flops	54.9
compound gates	4.45
simple gates	23.2
buf+inv	2.78
xor+xnor	10.4
other cells	0.556
No activity file was given, so power comes from the tool's default toggle rates.
